$ cat ./config.mk
export PLATFORM = sky130hd
export DESIGN_NAME = modular_inversion
export DESIGN_NICKNAME = modular_inversion
export VERILOG_FILES = /design/flow/design.v
export SDC_FILE = /design/flow/constraint.sdc
export NUM_CORES = 4
export LEC_CHECK = 1
export CORE_UTILIZATION = 50
$ cat ./constraint.sdc
current_design modular_inversion

set clk_period 131.1
set clk_io_pct 0.2

create_clock -name clk0 -period $clk_period [get_ports {clk}]

set non_clock_inputs [all_inputs -no_clocks]
set_input_delay [expr $clk_period * $clk_io_pct] -clock clk0 $non_clock_inputs
set_output_delay [expr $clk_period * $clk_io_pct] -clock clk0 [all_outputs]
$ cat ./design.v
module modular_inversion(             
    input          clk, rst_n, 
    input          start,
    input  [255:0] b, a, m,
    output [255:0] c,
    output    reg     ready
);
    reg busy;
    reg            ready0,  ready1;
    assign ready = ready0 ^ ready1;
    reg    [259:0] u, v, x, y, q, result;
    wire   [259:0] x_plus_m   = x + q;                                          
    wire   [259:0] y_plus_m   = y + q;                                          
    wire   [259:0] u_minus_v  = u - v;                                          
    wire   [259:0] r_plus_m   = result + q;                                     
    wire   [259:0] r_minus_m  = result - q;                                     
    wire   [259:0] r_minus_2m = result - {q[258:0],1'b0};                      
    assign c = r_minus_2m[259] ? r_minus_m[259] ? result[259] ? r_plus_m[255:0] :
               result[255:0] : r_minus_m[255:0] : r_minus_2m[255:0];            
    always @(posedge clk or negedge rst_n) begin
        if (!rst_n) begin
            ready0 <= 0;
            ready1 <= 0;
            busy   <= 0;
        end else begin
            ready1 <= ready0;
            if (start) begin
                u <= {4'b0,a};                                                  
                v <= {4'b0,m};                                                  
                x <= {4'b0,b};                                                  
                y <= {260'b0};                                                  
                q <= {4'b0,m};                                                  
                ready0 <= 0;
                ready1 <= 0;
                busy   <= 1;
            end else begin
                if (busy && ((u == 1) || (v == 1))) begin                        
                    ready0 <= 1;
                    busy   <= 0;
                    if (u == 1) begin                                            
                        if (x[259]) begin                                        
                            result <= x_plus_m;                                  
                        end else begin                                           
                            result <= x;                                         
                        end
                    end else begin                                               
                        if (y[259]) begin                                        
                            result <= y_plus_m;                                  
                        end else begin          
               result <= y;                                         
                        end
                    end
                end else begin                                                   
                    if (!u[0]) begin                                             
                        u <= {u[259],u[259:1]};                                  
                        if (!x[0]) begin                                         
                            x <= {x[259],x[259:1]};                              
                        end else begin                                           
                            x <= {x_plus_m[259],x_plus_m[259:1]};                
                        end
                    end
                    if (!v[0]) begin                                             
                        v <= {v[259],v[259:1]};                                  
                        if (!y[0]) begin                                         
                            y <= {y[259],y[259:1]};                              
                        end else begin                                           
                            y <= {y_plus_m[259],y_plus_m[259:1]};                
                        end
                    end
                    if ((u[0]) && (v[0])) begin                                  
                        if (u_minus_v[259]) begin                                
                            v <= v - u;                                          
                            y <= y - x;                                          
                        end else begin                                           
                            u <= u - v;                                          
                            x <= x - y;                                          
                        end
                    end
                end
            end
        end
    end
endmodule                                             
$ cat ./run.sh
#!/bin/bash
# OpenROAD 26Q1-2900-gdf79404cd8, Yosys 0.63+post, stock flow scripts
make -C /OpenROAD-flow-scripts/flow DESIGN_CONFIG=/design/flow/config.mk WORK_HOME=/design/flow/orfs finish
==> flow_summary_export.csv <==
group,metric,value,unit
logic_synthesis,ys_cells,36550,
floorplan,die_y,720.5,um
logic_synthesis,top_cells_by_count,"a21oi_1 (5792), nand2_1 (3530), nor2_1 (3008)",
placement,io_buffers,1027,
outcome,status,"aborted with a tool error",
global_routing,grt_pass1_vias,301900,
placement,dp_hpwl,1354,mm
logic_synthesis,edf_count,1556,
floorplan,die_w,720.5,um
clock_network,cts_root_buf,"clkbuf_16",
global_routing,grt_pass1_wl,2272,mm
placement,pre_cts_slack,95.44,ns
floorplan,fp_util,0.5025,
logic_synthesis,synth_flops,1559,
logic_synthesis,ys.flop_type,"edfxtp_1",
logic_synthesis,top_area_frac,0.1810,
clock_network,holdBufCountCts,0,
outcome,error_line,"[ERROR GRT-0116] Global routing finished with congestion. Check the congestion regions in the DRC Viewer.",
logic_synthesis,synthTopCellsByArea,"edfxtp_1 (18%), ha_1 (11%), a21oi_1 (11%), xnor2_1 (5.8%), o21ai_0 (5.8%)",
logic_synthesis,yosysWarnings,2,
global_routing,grt-ovfl-total,17,
clock_network,ctsLongestPathBuffers,4,
logic_synthesis,ys_types,103,
clock_network,cts_num_sinks,1559,
placement,gp_congestion,1.314,
clock_network,cts_buffers,208,
clock_network,cts_setup_buffers,0,
global_routing,grt_max_degree,171,
logic_synthesis,syn_area,0.2581,sq mm
outcome,lastStage,"global routing (5_1_grt)",
logic_synthesis,postSynthSeqShare,0.1813,
logic_synthesis,top_area_cell,"edfxtp_1",
logic_synthesis,synth.most_common_cell,"a21oi_1",
logic_synthesis,yosys_area,0.2581,sq mm
logic_synthesis,synth_area_per_cell,7.062,sq um
floorplan,rows,263,
clock_network,cts.repair.resized,0,
global_routing,track_usage,0.6429,
floorplan,ios,1028,
logic_synthesis,syn_inst,36550,
clock_network,cts-htree-levels,4,
logic_synthesis,async_flop_share,0.001924,
per-stage QoR:
stage | cells | power [mW] | util | area (sq um) | hold slack, ns
4_1_cts | 43340 | 3.500 | 0.5476 | 281300 | 0.5388
3_5_place_dp | 42950 | 2.864 | 0.5337 | 274200 | 0.5188
3_3_place_gp | 42950 | 2.877 | 0.5337 | 274200 | 0.5074
2_1_floorplan | 36550 | 1.995 | - | 258100 | 0.4873
cell families after synthesis:
| group | after synthesis | synth area share |
|---|---|---|
| buf+inv | 4807 | 0.07128 |
| fa+ha+maj | 2327 | 0.1131 |
| xor+xnor | 2262 | 0.07675 |
| simple gates | 10000 | 0.1753 |
| flops | 1559 | 0.1813 |
| mux | 893 | 0.03479 |
| compound gates | 14700 | 0.3475 |
per-layer routing:
metal / GRT overflow / GRT usage
met1: 3 / 0.7371
met2: 0 / 0.7211
met3: 8 / 0.5807
met4: 5 / 0.4136
met5: 1 / 0.3785
Power and IR drop assume default switching activity.
